==> design.v <==
package dummy_pkg;
  typedef enum logic {
    MODE_PIPE,
    MODE_ITER
  } coproc_ctl_t;
  typedef enum logic [1:0] {
    RES_SEL_COMB,
    RES_SEL_PIPE,
    RES_SEL_ITER
  } res_sel_t;
endpackage : dummy_pkg
module dummy_cu (
  input logic clk_i,
  input logic rst_ni,
  input logic flush_i,
  input  logic                   valid_i,
  output logic                   ready_o,
  input  dummy_pkg::coproc_ctl_t ctl_i,     
  output logic                   valid_o,
  input  logic                   ready_i,
  input  logic                comb_mode_i,      
  input  logic                iter_tc_i,        
  input  logic                pipe_busy_i,      
  input  logic                pipe_valid_i,     
  output logic                iter_reg_en_o,    
  output logic                iter_cnt_en_o,    
  output logic                iter_cnt_clr_o,   
  output logic                pipe_en_o,        
  output dummy_pkg::res_sel_t res_sel_o         
);
  import dummy_pkg::*;
  typedef enum logic [2:0] {
    RESET,
    IDLE,
    IDLE_PIPE,
    WAIT_ITER,
    WAIT_CORE
  } fsm_state_t;
  fsm_state_t curr_state, next_state;
  always_comb begin : fsm_state_prog
    unique case (curr_state)
      RESET:   next_state = IDLE;
      IDLE: begin
        if (comb_mode_i) next_state = IDLE;   
        else begin
          unique case (ctl_i)
            MODE_PIPE: begin
              if (valid_i) next_state = IDLE_PIPE;
              else next_state = IDLE;
            end
            default: begin   
              if (valid_i) next_state = WAIT_ITER;
              else next_state = IDLE;
            end
          endcase
        end
      end
      IDLE_PIPE: begin
        if (!pipe_busy_i && !(ctl_i == MODE_PIPE && valid_i)) next_state = IDLE;
        else next_state = IDLE_PIPE;
      end
      WAIT_ITER: begin
        if (iter_tc_i) begin
          if (ready_i) next_state = IDLE;
          else next_state = WAIT_CORE;
        end else next_state = WAIT_ITER;
      end
      WAIT_CORE: begin
        if (ready_i) next_state = IDLE;
        else next_state = WAIT_CORE;
      end
      default: next_state = RESET;
    endcase
  end
  always_comb begin : fsm_out_net
    valid_o        = 1'b0;
    ready_o        = 1'b0;
    iter_reg_en_o  = 1'b0;
    iter_cnt_en_o  = 1'b0;
    iter_cnt_clr_o = 1'b0;
    pipe_en_o      = 1'b0;
    res_sel_o      = RES_SEL_COMB;
    unique case (curr_state)
      IDLE: begin
        res_sel_o = RES_SEL_COMB;
        if (comb_mode_i) begin
          valid_o = valid_i;
          ready_o = ready_i;
        end else begin
          valid_o = 1'b0;
          ready_o = 1'b1;
          unique case (ctl_i)
            MODE_PIPE: pipe_en_o = valid_i;
            default: begin   
              iter_reg_en_o = valid_i;
              iter_cnt_en_o = valid_i;
            end
          endcase
        end
      end
      IDLE_PIPE: begin
        valid_o   = pipe_valid_i;
        pipe_en_o = ready_i;   
        res_sel_o = RES_SEL_PIPE;
        unique case (ctl_i)
          MODE_PIPE: ready_o = ready_i;
          default:   ready_o = 1'b0;   
        endcase
      end
      WAIT_ITER: begin
        valid_o        = iter_tc_i;
        ready_o        = 1'b0;
        iter_cnt_en_o  = 1'b1;
        iter_cnt_clr_o = iter_tc_i & ready_i;
        res_sel_o      = RES_SEL_ITER;
      end
      WAIT_CORE: begin
        valid_o        = 1'b1;
        ready_o        = 1'b0;
        iter_cnt_clr_o = ready_i;
        res_sel_o      = RES_SEL_ITER;
      end
      default: ;   
    endcase
  end
  always_ff @(posedge clk_i or negedge rst_ni) begin : fsm_state_upd
    if (!rst_ni) curr_state <= RESET;
    else if (flush_i) curr_state <= RESET;
    else curr_state <= next_state;
  end
endmodule
module dummy_top #(
  parameter int unsigned DATA_WIDTH = 32,
  parameter int unsigned MAX_LATENCY = 32,   
  parameter int unsigned MAX_PIPE_DEPTH = 32,
  parameter type tag_t = logic,
  localparam int unsigned IterCntW = $clog2(MAX_LATENCY),
  localparam int unsigned PipeIdxW = $clog2(MAX_PIPE_DEPTH) + 1
) (
  input logic clk_i,
  input logic rst_ni,
  input logic flush_i,
  input  logic                                    valid_i,
  output logic                                    ready_o,
  input  dummy_pkg::coproc_ctl_t                  ctl_i,     
  input  tag_t                                    tag_i,     
  input  logic                   [DATA_WIDTH-1:0] rs1_i,     
  input  logic                   [DATA_WIDTH-1:0] rs2_i,     
  output logic                  valid_o,
  input  logic                  ready_i,
  output tag_t                  tag_o,     
  output logic [DATA_WIDTH-1:0] rd_o       
);
  import dummy_pkg::*;
  logic     [DATA_WIDTH-1:0] res_d;
  logic                      comb_mode;
  res_sel_t                  res_sel;
  logic                      iter_reg_en;
  logic     [DATA_WIDTH-1:0] iter_res_q;
  tag_t                      iter_tag_q;
  logic                      iter_cnt_en;
  logic                      iter_cnt_clr;
  logic                      iter_cnt_tc;
  logic     [  IterCntW-1:0] iter_cnt_q;
  logic [IterCntW-1:0] iter_thr_d, iter_thr_q;
  logic [      PipeIdxW-1:0] pipe_idx;
  logic                      pipe_en;
  logic                      pipe_valid_q   [MAX_PIPE_DEPTH+1];
  logic [MAX_PIPE_DEPTH-1:0] pipe_valid_a;
  logic [    DATA_WIDTH-1:0] pipe_data_q    [MAX_PIPE_DEPTH+1];
  tag_t                      pipe_tag_q     [MAX_PIPE_DEPTH+1];
  logic                      pipe_valid;
  logic [    DATA_WIDTH-1:0] pipe_data;
  tag_t                      pipe_tag;
  logic [MAX_PIPE_DEPTH-1:0] pipe_busy_mask;
  logic [MAX_PIPE_DEPTH-1:0] pipe_active;
  logic                      pipe_busy;
  dummy_cu u_dummy_cu (
    .clk_i         (clk_i),
    .rst_ni        (rst_ni),
    .flush_i       (flush_i),
    .valid_i       (valid_i),
    .ready_o       (ready_o),
    .ctl_i         (ctl_i),
    .valid_o       (valid_o),
    .ready_i       (ready_i),
    .comb_mode_i   (comb_mode),
    .iter_tc_i     (iter_cnt_tc),
    .pipe_busy_i   (pipe_busy),
    .pipe_valid_i  (pipe_valid),
    .iter_reg_en_o (iter_reg_en),
    .iter_cnt_en_o (iter_cnt_en),
    .iter_cnt_clr_o(iter_cnt_clr),
    .pipe_en_o     (pipe_en),
    .res_sel_o     (res_sel)
  );
  assign comb_mode = rs2_i == '0;   
  assign res_d     = rs1_i;
  always_ff @(posedge clk_i or negedge rst_ni) begin : iter_reg
    if (!rst_ni) begin
      iter_res_q <= 0;
      iter_tag_q <= 0;
    end else if (flush_i) begin
      iter_res_q <= 0;
      iter_tag_q <= 0;
    end else if (iter_reg_en) begin
      iter_res_q <= res_d;
      iter_tag_q <= tag_i;
    end
  end
  always_ff @(posedge clk_i or negedge rst_ni) begin : iter_cnt
    if (!rst_ni) iter_cnt_q <= 0;
    else if (flush_i || iter_cnt_clr) iter_cnt_q <= 0;
    else if (iter_cnt_en) iter_cnt_q <= iter_cnt_q + 1;
  end
  assign iter_cnt_tc = iter_cnt_q == iter_thr_q;
  assign iter_thr_d  = rs2_i[IterCntW-1:0];
  always_ff @(posedge clk_i or negedge rst_ni) begin : iter_thr_reg
    if (!rst_ni) iter_thr_q <= 0;
    else if (flush_i) iter_thr_q <= 0;
    else if (iter_reg_en) iter_thr_q <= iter_thr_d;
  end
  assign pipe_idx        = rs2_i[PipeIdxW-1:0];
  assign pipe_valid_q[0] = valid_i;
  assign pipe_data_q[0]  = res_d;
  assign pipe_tag_q[0]   = tag_i;
  generate
    for (genvar i = 1; i <= MAX_PIPE_DEPTH; i++) begin : gen_pipe_regs
      always_ff @(posedge clk_i or negedge rst_ni) begin
        if (!rst_ni) begin
          pipe_valid_q[i] <= 0;
          pipe_data_q[i]  <= 0;
          pipe_tag_q[i]   <= 0;
        end else if (flush_i) begin
          pipe_valid_q[i] <= 0;
          pipe_data_q[i]  <= 0;
          pipe_tag_q[i]   <= 0;
        end else if (pipe_en) begin
          pipe_valid_q[i] <= pipe_valid_q[i-1];
          pipe_data_q[i]  <= pipe_data_q[i-1];
          pipe_tag_q[i]   <= pipe_tag_q[i-1];
        end
      end
    end
  endgenerate
  assign pipe_valid = pipe_valid_q[pipe_idx];
  assign pipe_data  = pipe_data_q[pipe_idx];
  assign pipe_tag   = pipe_tag_q[pipe_idx];
  always_comb begin : pipe_busy_mask_gen
    for (int unsigned i = 0; i < MAX_PIPE_DEPTH; i++) begin
      pipe_busy_mask[i] = (i < pipe_idx) ? 1 : 0;
    end
  end
  generate
    for (genvar i = 0; i < MAX_PIPE_DEPTH; i++) begin : gen_pipe_valid
      assign pipe_valid_a[i] = pipe_valid_q[i+1];
    end
  endgenerate
  assign pipe_active = (pipe_busy_mask >> 1) & pipe_valid_a[MAX_PIPE_DEPTH-1:0];
  assign pipe_busy   = |pipe_active;
  always_comb begin : res_mux
    case (res_sel)
      RES_SEL_PIPE: begin
        tag_o = pipe_tag;
        rd_o  = pipe_data;
      end
      RES_SEL_ITER: begin
        tag_o = iter_tag_q;
        rd_o  = iter_res_q;
      end
      default: begin   
        tag_o = tag_i;
        rd_o  = res_d;
      end
    endcase
  end
endmodule
==> run.sh <==
#!/bin/bash
# OpenROAD 26Q1-2900-gdf79404cd8, Yosys 0.63+post, stock flow scripts
make -C /OpenROAD-flow-scripts/flow DESIGN_CONFIG=/design/flow/config.mk WORK_HOME=/design/flow/orfs finish
==> config.mk <==
export PLATFORM = sky130hd
export DESIGN_NAME = dummy_top
export DESIGN_NICKNAME = dummy_top
export VERILOG_FILES = /design/flow/design.v
export SDC_FILE = /design/flow/constraint.sdc
export NUM_CORES = 4
export LEC_CHECK = 1
export CORE_UTILIZATION = 30
export SYNTH_HDL_FRONTEND = slang
==> constraint.sdc <==
current_design dummy_top

set clk_period 233.6
set clk_io_pct 0.2

create_clock -name clk0 -period $clk_period [get_ports {clk_i}]

set non_clock_inputs [all_inputs -no_clocks]
set_input_delay [expr $clk_period * $clk_io_pct] -clock clk0 $non_clock_inputs
set_output_delay [expr $clk_period * $clk_io_pct] -clock clk0 [all_outputs]
==> flow_metrics.env <==
# implementation run metrics
export IMPL_outcome="finished clean"
export IMPL_clk_path_buf_depth=3
export IMPL_relSlewSlack_pct=28.44
export IMPL_dr_first_iter_drc_count=2601
export IMPL_pwr_share_comb_pct=9.1
export IMPL_synthAoiAreaFrac_pct=3.821
export IMPL_grt_max_degree=151
export IMPL_seq_area_frac_synth_pct=46.28
export IMPL_syn_avg_cell_area_um2=12.95
export IMPL_path_common_cell="buf_4"
export IMPL_yosys_cells=4742
export IMPL_synth_area_leader_cell="dfrtp_1"
export IMPL_synthFlopType="dfrtp_1"
export IMPL_mux_share_pct=32.27
export IMPL_leakage_uw=0.03115
export IMPL_holdWs_ns=0.5093
export IMPL_drc=0
export IMPL_fmax_ghz=0.01023
export IMPL_rows=165
export IMPL_cts_resized=0
export IMPL_cts_hold_buf=0
export IMPL_finish_instance_area_mm2=0.06863
export IMPL_cp_max_fo=40
export IMPL_drtAntennaViolNets=0
export IMPL_drv_cap=0
export IMPL_top_logic_kind="multiplexers"
export IMPL_finalPower_uw=432.5
export IMPL_core_area_mm2=0.2027
export IMPL_tool_warnings=41
export IMPL_cts_tree="yes"
export IMPL_clockPowerShare_pct=44.5
export IMPL_numCtsBuffers=114
export IMPL_synth_edff_count=0
export IMPL_xor_area_share_pct=0.07129
export IMPL_seqPwrFrac_pct=46.4
export IMPL_async_flop_share_pct=100.0
export IMPL_final_hold_viol_count=0
export IMPL_slew_viol_final=0
export IMPL_crit_slowest_cell="a222oi_1"
export IMPL_clk_pin_slew_ns=0.06
export IMPL_grt_overflow=0
export IMPL_path_cells="buf_8 > buf_4 > buf_4 > buf_4 > mux4_2 > nand2_1 > a21oi_1 > a2111oi_0 > a222oi_1 > clkdlybuf4s50_1"
export IMPL_reg2reg_setup_slack_ns=228.30
export IMPL_htree_levels=3
export IMPL_yosys_area_top_type_share_pct=46.24
export IMPL_crit_path_start_kind="input pin"
export IMPL_end_kind="output port"
export IMPL_grt_first_pass_wirelength_um=233600
export IMPL_tightest_slew_ns=1.073
export IMPL_root_buffer="clkbuf_16"
export IMPL_wl_per_cell_um=19.85
export IMPL_die_width_um=454.5
export IMPL_track_usage_pct=14.88
export IMPL_power_density_mw_per_mm2=6.301
export IMPL_netlist_instances=4742
export IMPL_cts_setup_buffers=0
export IMPL_fin_crit_ns=97.75
export IMPL_layout_drive_gt1_share_pct=34.87
export IMPL_ys_warn_count=0
export IMPL_setup_viol=0
export IMPL_initial_utilization_pct=30.30
export IMPL_fp_dieH_um=454.5
export IMPL_place_port_buffers=105
export IMPL_tns_ns=0
export IMPL_clock_latency_ns=0.75
export IMPL_clock_skew_ns=0.05262
export IMPL_required_ns=186.88
export IMPL_grt_antenna_before_repair=7
export IMPL_numSynthFlops=1136
export IMPL_cts_sinks=1136
export IMPL_synth_area_mm2=0.06143
export IMPL_pin_count=106
export IMPL_place_gp_congestion=0.8591
export IMPL_vdd_drop_max_v=0.000006584
export IMPL_ys_sh_simple_pct=14.04
export IMPL_grt_pass1_vias=37477
export IMPL_worstSetupPathType="input pin to output port"
export IMPL_placed_cell_area_mm2=0.06468
export IMPL_post_route_util_pct=33.85
export IMPL_intPower_uw=325.1
export IMPL_critPathArrivalTime_ns=51.03
export IMPL_drt_total_wl_um=147800
export IMPL_rsz0062_at_grt="false"
export IMPL_drtPass1Iterations=7
export IMPL_ys_types=67
export IMPL_slowest_delay_ns=0.84
export IMPL_hold_class="flop to flop"
export IMPL_switching_share_pct=24.82
export IMPL_top_cells_by_area="dfrtp_1, mux2_2, nor2b_1, mux2_4, mux4_2"
export IMPL_dp_hpwl_um=88890
export IMPL_fin_crit_sh_pct=41.84
export IMPL_viasPerCell=4.954
export IMPL_ys_sh_adder_pct=0.06111
export IMPL_area_delta_synth_final_pct=11.73
export IMPL_p_switching_uw=107.3
export IMPL_ys_area_mm2=0.06143
export IMPL_vias=36882
export IMPL_fp_dieArea_mm2=0.2066
[Yosys cell counts, types with 4 or more instances]
| cell type | instances |
|---|---|
| nor4_1 | 18 |
| dfrtp_1 | 1135 |
| buf_4 | 15 |
| a221oi_1 | 8 |
| a22o_1 | 23 |
| a21oi_1 | 117 |
| nand2_1 | 189 |
| mux2_4 | 400 |
| nor2b_1 | 1095 |
| xor2_1 | 5 |
| a2111oi_0 | 19 |
| nor4b_1 | 10 |
| o22ai_1 | 14 |
| mux2_2 | 688 |
| nor3_1 | 29 |
| mux4_2 | 260 |
| buf_6 | 45 |
| o2111ai_1 | 5 |
| o21ai_0 | 35 |
| clkbuf_1 | 185 |
| a211oi_1 | 18 |
| a22oi_1 | 20 |
| a21o_1 | 7 |
| nand4_1 | 7 |
| o2bb2ai_1 | 8 |
| nand2b_1 | 9 |
| buf_1 | 6 |
| or3b_2 | 4 |
| mux2i_1 | 21 |
| o21a_1 | 8 |
| and2_1 | 5 |
| nor2_1 | 95 |
| a221o_1 | 26 |
| inv_1 | 18 |
| buf_2 | 135 |
| a222oi_1 | 11 |
[area by class of cell]
type / count / area, um^2
Clock buffer: 176 / 3396
Fill cell: 19446 / 134100
Sequential cell: 1136 / 28430
Multi-Input combinational cell: 3199 / 30950
Tap cell: 2672 / 3343
Antenna cell: 4 / 10.01
Clock inverter: 37 / 539.3
Timing Repair Buffer: 203 / 1889
Inverter: 18 / 67.56
[routing by layer]
layer / part of all wire, % / vias to the layer above / track usage [%] / wire [um]
met5: 0.012 / - / 0 / 18
met4: 3.4 / 2 / 4.698 / 4994
met3: 5.9 / 223 / 3.792 / 8724
met2: 45 / 714 / 21.53 / 67020
met1: 45 / 19282 / 22.46 / 67050
li1: - / 16661 / - / -
[critical path: cells and delay by family]
family | cells | cell delay [ns]
compound gates | 3 | 1.07
mux | 1 | 0.34
buf+inv | 5 | 2.69
simple gates | 1 | 0.06
[through the flow]
stage	setup WS [ns]	instances
final	135.85	7445
after global routing	135.54	7445
after CTS	135.77	7441
after detailed placement	135.79	7228
after global placement	135.79	7228
after floorplan	138.48	4742
[worst paths after layout]
check	from	depth (start not counted)	to
min	pipe_data_q[24]$_DFFE_PN0P_	1	pipe_data_q[24]$_DFFE_PN0P_
min in group asynchronous	rst_ni	1	pipe_data_q[58]$_DFFE_PN0P_
min reg2reg	pipe_data_q[24]$_DFFE_PN0P_	1	pipe_data_q[24]$_DFFE_PN0P_
max	rs2_i[0]	10	rd_o[21]
max reg2reg	u_dummy_cu.curr_state[3]$_DFF_PN0_	8	pipe_data_q[94]$_DFFE_PN0P_
max in group asynchronous	rst_ni	7	pipe_data_q[130]$_DFFE_PN0P_
[flip-flops by register name (all words and copies together), names as in the netlist]
signal                 cells
pipe_data_q             1024
iter_res_q                32
pipe_tag_q                32
pipe_valid_a              32
iter_cnt_q                 5
iter_thr_q                 5
u_dummy_cu.curr_state      5
iter_tag_q                 1
[cells in the final DEF (no fill, tap or decap), types with 9 or more instances in the layout]
cell type	n
clkbuf_8	31
a2111oi_0	19
mux2_4	400
inv_1	17
bufinv_16	10
clkbuf_16	114
a21oi_1	117
clkinv_2	18
mux2_2	688
buf_4	91
nor3_1	28
a22oi_1	20
clkbuf_1	31
nor2b_1	1095
mux4_2	260
nor4_1	18
a222oi_1	11
nand2_1	189
a221o_1	26
a211oi_1	18
dfrtp_1	1135
o22ai_1	14
nand2b_1	9
nor2_1	93
o21ai_0	35
a22o_1	23
mux2i_1	21
clkdlybuf4s50_1	97
[cells by family after synthesis]
kind of cell | after synthesis
and+or+nand+nor | 1482
muxes | 1369
DFF | 1136
buffers and inverters | 407
AOI/OAI and AO/OA | 340
xor gates and xnor gates | 5
adders and majority gates | 3
[power by group through the flow]
stage / clock network, uW / registers [uW] / logic [uW]
4_1_cts: 198 / 201 / 40.0
5_1_grt: 205 / 201 / 42.4
6_report: 192 / 201 / 39.3
